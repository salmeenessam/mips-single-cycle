### design/flow/run.sh
#!/bin/bash
# OpenROAD 26Q1-2900-gdf79404cd8, Yosys 0.63+post, stock flow scripts
make -C /OpenROAD-flow-scripts/flow DESIGN_CONFIG=/design/flow/config.mk WORK_HOME=/design/flow/orfs finish
### design/flow/config.mk
export PLATFORM = sky130hd
export DESIGN_NAME = CPU
export DESIGN_NICKNAME = CPU
export VERILOG_FILES = /design/flow/design.v
export SDC_FILE = /design/flow/constraint.sdc
export NUM_CORES = 4
export LEC_CHECK = 1
export CORE_UTILIZATION = 40
### design/flow/constraint.sdc
current_design CPU

set clk_period 28.7
set clk_io_pct 0.2

create_clock -name clk0 -period $clk_period [get_ports {clk}]

set non_clock_inputs [all_inputs -no_clocks]
set_input_delay [expr $clk_period * $clk_io_pct] -clock clk0 $non_clock_inputs
set_output_delay [expr $clk_period * $clk_io_pct] -clock clk0 [all_outputs]
### design/flow/design.v
`timescale 1ns / 1ps
module CPU(
clk,
reset,
PCin,PCout,
inst,
reg_dst, alu_src, mem_to_reg, reg_write, mem_read, mem_write, branch, jump,
alu_op,
write_reg,
read_data1,read_data2,
sign_imm,
src_b,
shift_signed,
alu_control_wire,
alu_result,
zero_flag,
data_mem_out,
write_data_reg,
pc_plus_4,
pc_branch,
jump_address,
pc_src,
mux_branch
);
input clk,reset;
output wire [31:0] PCout,PCin;
PC pc_instance(
	.clk(clk),
	.reset(reset),
	.next_inst_in(PCin),
	.next_inst_out(PCout)
);
output wire [31:0] inst;
instruction_memory inst_mem_instance(
.input_address(PCout),
.instruction(inst)
);
output wire reg_dst, alu_src, mem_to_reg, reg_write, mem_read, mem_write, branch, jump;
output wire [1:0] alu_op;
control_unit cont_unit_instance(
.opcode(inst[31:26]),
.reg_dst(reg_dst),
.alu_src(alu_src),
.mem_to_reg(mem_to_reg),
.reg_write(reg_write),
.mem_read(mem_read),
.mem_write(mem_write),
.branch(branch),
.jump(jump),
.alu_op(alu_op)
);
output wire [4:0] write_reg;
mux5 mux5_instance(
.a(inst[20:16]),
.b(inst[15:11]),
.s(reg_dst),
.out(write_reg)
);
output wire [31:0] read_data1,read_data2;
output wire [31:0] write_data_reg;
RF rf_instance(
.reg_write(reg_write),
.clk(clk),
.read_register1(inst[25:21]),
.read_register2(inst[20:16]),
.write_register(write_reg),
.write_data(write_data_reg),
.read_data1(read_data1),
.read_data2(read_data2)
);
output wire [31:0] sign_imm;
sign_ext sign_extn_instance(
.in_imm(inst[15:0]),
.out_imm(sign_imm)
);
output wire [31:0] src_b;
mux2 mux2_instance1(
.a(read_data2),
.b(sign_imm),
.s(alu_src),
.out(src_b)
);
output wire [31:0] shift_signed;
shift_left32 shift_instance1(
.a(sign_imm),
.out(shift_signed)
);
output wire [3:0] alu_control_wire;
alu_control alu_control_instance(
.func(inst[5:0]),
.alu_op(alu_op),
.alu_alu_output(alu_control_wire)
);
output wire [31:0] alu_result;
output wire zero_flag;
alu alu_instance(
.in1(read_data1),
.in2(src_b),
.alucontrol(alu_control_wire),
.shamt(inst[10:6]),
.aluresult(alu_result),
.zero(zero_flag)
);
output wire [31:0] data_mem_out;
data_memory data_mem_instance(
.clk(clk),
.mem_write(mem_write),
.address(alu_result),
.write_data(read_data2),
.read_data(data_mem_out)
);
mux2 mux2_instance2(
.a(alu_result),
.b(data_mem_out),
.s(mem_to_reg),
.out(write_data_reg)
);
output wire [31:0] pc_plus_4;
adder adder_instance1(
.A(PCout),
.B(4),
.result(pc_plus_4)
);
output wire [31:0] pc_branch;
adder adder_instance2(
.A(shift_signed),
.B(pc_plus_4),
.result(pc_branch)
);
output wire [27:0] jump_address;
shift_left26 shift_left26_instance(
.a(inst[25:0]),
.out(jump_address)
);
output wire pc_src;
and_gate and_gate_instance(
.A(branch),
.B(zero_flag),
.out(pc_src)
);
output wire [31:0] mux_branch;
mux2 mux2_instance3(
.a(pc_plus_4),
.b(pc_branch),
.s(pc_src),
.out(mux_branch)
);
mux2 mux_instance4(
.a(mux_branch),
.b({pc_plus_4[31:28],jump_address}),
.s(jump),
.out(PCin)
);
endmodule
`timescale 1ns / 1ps
module PC(
	input [31:0] next_inst_in,
	input clk,
	input reset,
	output reg [31:0] next_inst_out
);
always @ (posedge clk or posedge reset) 
	begin
		if(reset == 1)
			next_inst_out <= 0;
		else
			next_inst_out <= next_inst_in;
	end
endmodule
`timescale 1ns / 1ps
module RF(
	 input reg_write,
	 input clk,
    input [4:0] read_register1,
    input [4:0] read_register2,
    input [4:0] write_register,
    input [31:0] write_data,
    output reg[31:0] read_data1,
    output reg[31:0] read_data2
    );
reg [31:0] register_space [0:31];
integer i;
initial begin
for(i = 0; i < 32;i = i+1)
begin
	register_space[i] <= 32'b0;
end
end
always @ (*)
begin
	if(reg_write == 1)
	begin
		register_space[write_register] <= write_data;
	end
	read_data1 <= register_space[read_register1];
	read_data2 <= register_space[read_register2];
end
endmodule
`timescale 1ns / 1ps
module adder(
	input [31:0] A,B,
  output reg [31:0] result
);
	always @ (*) begin
		result <= A+B;
	end
endmodule
`timescale 1ns / 1ps
module alu (in1,in2,shamt,alucontrol,aluresult,zero);
input      [31:0]   in1,in2;
input      [3:0] alucontrol;
input      [4:0] shamt;
output reg [31:0] aluresult;
output zero;
assign zero = (aluresult == 0);
always@(in1,in2,alucontrol,shamt)
case(alucontrol)
4'b0000: aluresult <= in1&in2;
4'b0001: aluresult <= in1|in2;
4'b0010: aluresult <= in1+in2;
4'b0110: aluresult <= in1-in2;
4'b1110: aluresult <= in2<<shamt;
4'b0111: if (in1 < in2) 
              aluresult <= 1; 
         else aluresult <= 0;
default: aluresult <=0;
endcase
endmodule
`timescale 1ns / 1ps
module alu_control (alu_op,func,alu_alu_output);
input[1:0] alu_op;
input[5:0] func;
output reg[3:0] alu_alu_output;
always @(alu_op or func)
begin
if (alu_op==2'b00)
 alu_alu_output<=4'b0010;
else if (alu_op==2'b01)
alu_alu_output<=4'b0110;
else if (alu_op==2'b11)
 alu_alu_output<=4'b0001;
else if(alu_op==2'b10&& func==6'b100000)
 alu_alu_output<=4'b0010;
else if (alu_op==2'b10&& func==6'b100010)
 alu_alu_output<=4'b0110;
else if (alu_op==2'b10&& func==6'b100100)
 alu_alu_output<=4'b0000;
else if (alu_op==2'b10&& func==6'b100101)
 alu_alu_output<=4'b0001;
else if (alu_op==2'b10&& func==6'b101010)
 alu_alu_output<=4'b0111;
else if (alu_op==2'b10&& func==6'b000000)
 alu_alu_output<=4'b1110;
else  alu_alu_output<=4'bxxxx;
end 
endmodule
`timescale 1ns / 1ps
module and_gate(
    input A,
    input B,
    output out
    );
assign out = A&B;
endmodule
`timescale 1ns / 1ps
module control_unit(
    input [5:0] opcode,
    output reg reg_dst, alu_src, mem_to_reg, reg_write, mem_read, mem_write, branch, jump,
    output reg [1:0] alu_op
);
always @(opcode) begin
    case (opcode)
        6'b000000:{reg_dst, alu_src, mem_to_reg, reg_write, mem_read, mem_write, branch, jump, alu_op}<=10'b100100_0_0_10;  
        6'b100011:{reg_dst, alu_src, mem_to_reg, reg_write, mem_read, mem_write, branch, jump, alu_op}<=10'b011110_0_0_00;  
        6'b101011:{reg_dst, alu_src, mem_to_reg, reg_write, mem_read, mem_write, branch, jump, alu_op}<=10'bx1x001_0_0_00;  
        6'b000100:{reg_dst, alu_src, mem_to_reg, reg_write, mem_read, mem_write, branch, jump, alu_op}<=10'bx0x000_1_0_01;  
        6'b000010:{reg_dst, alu_src, mem_to_reg, reg_write, mem_read, mem_write, branch, jump, alu_op}<=10'b000000_0_1_00;  
		  6'b001000:{reg_dst, alu_src, mem_to_reg, reg_write, mem_read, mem_write, branch, jump, alu_op}<=10'b010100_0_0_00;  
        default:{reg_dst, alu_src, mem_to_reg, reg_write, mem_read, mem_write, branch, jump, alu_op}<=9'bxxx_xxx_x_xx;
    endcase
end
endmodule
`timescale 1ns / 1ps
module data_memory(
    input clk,
    input mem_write,
    input [5:0] address,
    input [31:0] write_data,
    output reg [31:0] read_data
    );
reg [31:0] address_space [0:63];
integer i;
initial begin
for(i = 0; i < 64;i = i + 1)
begin
	address_space[i] = 0;
end
end
always @ (*)
begin
	if(mem_write == 1)
	begin
		address_space[address] <= write_data;
	end
	read_data <= address_space[address];
end
endmodule
`timescale 1ns / 1ps
module instruction_memory(
    input [31:0] input_address,
    output reg [31:0] instruction
    );
reg [31:0] addressSpace [0:63];
initial begin
addressSpace[0]=32'b00100001010010010000000000000101;  
addressSpace[1]=32'b10101101001010010000000000000000;  
addressSpace[2]=32'b10001101001010110000000000000000;  
addressSpace[3]=32'b00000001001010010101100000100000;  
addressSpace[4]=32'b00100001001011000000000000000000;  
addressSpace[5]=32'b00001000000000000000000000000000;  
end
always @ (input_address)
begin
instruction <= addressSpace[input_address/4];
end
endmodule
`timescale 1ns / 1ps
module mux2(
    input [31:0] a,
    input [31:0] b,
    input s,
    output reg [31:0] out
);
always @ (*)
begin
    if(s == 0)
        out <= a;
    else 
        out <= b;
end
endmodule
`timescale 1ns / 1ps
module mux5(
    input [4:0] a,
    input [4:0] b,
    input s,
    output reg [4:0] out
);
always @ (*)
begin
    if(s == 0)
        out <= a;
    else 
        out <= b;
end
endmodule
module shift_left26(
    input [25:0] a,
    output [27:0] out
);
assign out = {a, 2'b00}; 
endmodule
module shift_left32(
    input [31:0] a,
    output [31:0] out
);
assign out = {a[29:0], 2'b00}; 
endmodule
`timescale 1ns / 1ps
module sign_ext(
    input [15:0] in_imm,
    output reg[31:0] out_imm
    );
always @ (*)
begin
out_imm <= {{16{in_imm[15]}},in_imm[15:0]};
end
endmodule
==> impl_metrics.ini <==
; generated from flow reports
[placed_design]
routabilityCongestion = 1.07
dp_slack_ns = 13.78
dp_hpwl_mm = 196
io_buffers = 412

[floorplan]
coreArea_mm2 = 0.142
num_rows = 138
die_area_mm2 = 0.145
die_h_um = 380
fp_util_pct = 40.4
die_w_um = 380
io_pins = 499

[setup_path]
required_ns = 22.96
critPathMaxFanout = 66
crit_path_start_kind = flop
timing.rr.start = pc_instance.next_inst_out[4]
criticalPathCategory = flop to output pin
worst_ep_arrival_time_ns = 9.71
cp-end-kind = output pin
cp-startpoint = pc_instance.next_inst_out[2]

[yosys]
area_leaders = dlxtn_1 59%, a22oi_1 5.2%, a222oi_1 2.8%, a21oi_1 2.5%, buf_4 2.3%
yosysTopAreaCell = dlxtn_1
edf_count = 0
yosys_cells = 5769
yosys_warnings = 525
yosys.area.top_type_share_pct = 58.7
top_cell = dlxtn_1
ys_area_mm2 = 0.0573
syn_area_per_cell_um2 = 9.93
synth_flop_count = 2272
synth.top_cells.by_count = 2240 x dlxtn_1, 394 x a22oi_1, 336 x nand2_1
postSynth.asyncResetShare_pct = 1.41
ys_types = 96
ff_type = dlxtn_1
synth_cells = 5769
synth_area_mm2 = 0.0573

[detailed_routing]
first_pass_iters = 10
drc = 0
wirelength_mm = 309
num_vias = 52615
via_per_inst = 6.49
ant_nets = 0
drt_iter0_drc = 6374
avgRoutedWirePerCell_um = 38.2

[sta]
fmaxAchievable_mhz = 64.7
worst_slack_ns = 13.25
finalCriticalPeriod_ns = 15.45
clock_skew_ns = 0.00653
max_slew_margin_pct = 8.01
rsz0062_at_grt = no
setup_viol = 0
unclocked_regs = 2240
hold_viol = 0
min_period_over_period_pct = 53.8
untimed_endpoints = 2240
maxSlewViolCount = 0
tns_ns = 0
worstMarginPinSlew_ns = 1.37

[clock_tree]
clockBufferDepth = 2
cts_resized = 0
cts_tree = built
clk_pin_slew_ns = 0.06
cts-root-buf = clkbuf_16
hold_buffers = 0
clock_latency_ns = 0.29
cts-htree-levels = 2
cts_setup_buffers = 0
cts_inserted_buffers = 5

[pwr]
p_leak_nw = 28.2
irDropWorstVdd_v = 0.0000254
power_density_mw_per_mm2 = 1.83

[final_layout]
finish.utilization_pct = 45.8
fill_cells = 13184
syn2layout_area_growth_pct = 13.4
drive_gt1_share_pct = 8.33

[grt]
grt_max_degree = 76
grt.overflow.total = 0
first_global_vias = 48109
grt_first_pass_wirelength_mm = 416
antenna_found_initial = 41
grt.total_usage_pct = 43.5

[job]
log.warning_count = 60
cap_violations = 0

[worst_hold_path]
min_path_type = flop to flop
min-delay-start = pc_instance.next_inst_out[31]

[run_status]
status = complete, no violations
-- power breakdown --
part | internal, mW | switching, mW
Combinational | 0.000218 | 0.00243
Clock | 0.0457 | 0.0207
Sequential | 0.0498 | 0
Total | 0.0958 | 0.0231
-- flip-flops by register name, summed over array words and instances (netlist names) --
signal / flops
rf_instance.register_space: 192
data_mem_instance.address_space: 2048
pc_instance.next_inst_out: 32
-- cell families (layout without fill, tap and decap cells) --
| kind of cell | after synthesis | count (layout) | synth area share [%] |
|---|---|---|---|
| latches | 2240 | 2240 | 58.7 |
| compound gates | 1535 | 1535 | 19.8 |
| simple gates | 1018 | 1018 | 8.67 |
| buf+inv | 634 | 847 | 5.73 |
| mux | 158 | 158 | 2.85 |
| fa+ha+maj | 76 | 76 | 1.67 |
| xor+xnor | 74 | 74 | 1.13 |
| flops | 32 | 32 | 1.40 |
| other cells | 2 | 231 | 0.0131 |
-- final timing paths --
check                                                     end  slack, ns  cells past startpoint
min in group asynchronous       pc_instance.next_inst_out[19]       5.88                      3
worst max-delay path                       write_data_reg[31]      13.25                     24
worst min-delay path            pc_instance.next_inst_out[31]       0.56                      1
worst max register to register  pc_instance.next_inst_out[25]      25.05                      7
max in group asynchronous        pc_instance.next_inst_out[4]      22.45                      3
worst min register to register  pc_instance.next_inst_out[31]       0.56                      1
-- through the flow --
| step | std cells | hold WS (ns) | total power [mW] | instance area (um^2) |
|---|---|---|---|---|
| 2_1_floorplan | 5949 | 0.467 | 0.0606 | 57900 |
| 3_3_place_gp | 8044 | 0.551 | 0.0536 | 64600 |
| 3_5_place_dp | 8044 | 0.550 | 0.0534 | 64600 |
| 4_1_cts | 8052 | 0.560 | 0.120 | 64800 |
| 5_1_grt | 8068 | 0.604 | 0.122 | 64900 |
| 6_report | 8101 | 0.560 | 0.119 | 65000 |
-- worst max-delay path: stages, from the launching register on --
cell	delay, ns
dfrtp_2	0.46
inv_1	0.47
ha_2	0.31
buf_4	0.53
mux2_2	0.43
nor2_1	0.17
a21oi_4	0.04
buf_4	0.33
and2_1	0.30
ha_1	0.37
nand3_1	0.13
o22ai_1	0.21
o221ai_1	0.20
nor2b_4	0.60
buf_4	0.63
buf_4	0.63
nor3_1	0.29
buf_4	0.26
a222oi_1	0.42
o21ai_0	0.15
a2111oi_0	0.62
nand3_1	0.53
o21a_1	0.38
mux2_2	0.41
clkdlybuf4s50_1	0.48
-- per-layer routing --
metal / wire length (um) / GRT usage, % / vias up
li1: - / - / 21403
met3: 51200 / 25.2 / 1279
met4: 26900 / 29.7 / 52
met1: 105000 / 52.5 / 25254
met5: 665 / 2.08 / -
met2: 125000 / 58.6 / 4627
-- layout make-up --
type | instances | area [um^2] | share of cell area (%)
Sequential cell | 2272 | 34400 | 53.0
Multi-Input combinational cell | 3043 | 20900 | 32.2
Timing Repair Buffer | 717 | 6480 | 9.97
Tap cell | 1890 | 2360 | 3.64
Inverter | 122 | 465 | 0.717
Clock buffer | 7 | 153 | 0.235
Antenna cell | 49 | 123 | 0.189
Clock inverter | 1 | 30.0 | 0.0462
-- placed cells by master (no fill, tap or decap), drive strengths merged, types with 40 or more instances in the layout --
cell	Yosys	layout
a21oi	282	282
a221oi	110	110
a222oi	162	162
a22o	68	68
a22oi	394	394
a31oi	67	67
and3	48	48
buf	392	305
clkdlybuf4s50	0	412
conb	2	182
diode	0	49
dlxtn	2240	2240
ha	75	75
inv	121	122
mux2	40	40
mux2i	118	118
nand2	338	338
nand3	115	115
nand4	69	69
nor2	202	202
nor3	86	86
o21ai	110	110
o22ai	56	56
xnor2	53	53
Power figures rest on the tool's default switching activity, not on a simulated workload.
